## design.v

```verilog
module fp_adder_16_bit (
    input clock,
    input reset,
    input [15:0] operand_a,
    input [15:0] operand_b,
    input final_operation,
    output reg [15:0] result,
    output reg overflow_flag,
    output reg underflow_flag,
    output reg zero_flag,
    output reg infinity_flag,
    output reg NaN_flag
);
    wire [4:0] exp_a, exp_b;
    wire [10:0] mant_a, mant_b;
    wire sign_a, sign_b;
    wire [4:0] big_exponent;
    wire [10:0] big_mantissa_int;
    wire [13:0] aligned_mantissa_int;
    wire [14:0] resultant_mantissa_int;
    wire final_sign;
    wire [12:0] normalized_mantissa;
    wire [4:0] normalized_exponent;
    wire op_int;
    wire zero_flag_int;
    wire infinity_flag_int;
    wire NaN_flag_int;
    wire overflow_flag_int;
    wire underflow_flag_int;
    wire [15:0] result_int;
    reg [15:0] reg_operand_a, reg_operand_b;
    reg [4:0] reg_exp_a, reg_exp_b;
    reg [10:0] reg_mant_a, reg_mant_b;
    reg reg_sign_a, reg_sign_b;
    reg [4:0] reg_big_exponent;
    reg [10:0] reg_big_mantissa;
    reg [13:0] reg_aligned_mantissa;
    reg reg_op_int, reg_final_sign;
    reg [14:0] reg_resultant_mantissa;
    reg [12:0] reg_normalized_mantissa;
    reg [4:0] reg_normalized_exponent;
    always @(posedge clock or posedge reset) begin
        if (reset) begin
            reg_operand_a <= 0;
            reg_operand_b <= 0;
        end else begin
            reg_operand_a <= operand_a;
            reg_operand_b <= operand_b;
        end
    end
    extractor extract (
        .operand_a(reg_operand_a),
        .operand_b(reg_operand_b),
        .exp_a(exp_a),
        .exp_b(exp_b),
        .mant_a(mant_a),
        .mant_b(mant_b),
        .sign_a(sign_a),
        .sign_b(sign_b),
        .zero_flag(zero_flag_int),
        .infinity_flag(infinity_flag_int),
        .NaN_flag(NaN_flag_int)
    );
    always @(posedge clock or posedge reset) begin
        if (reset) begin
            reg_exp_a <= 0;
            reg_exp_b <= 0;
            reg_mant_a <= 0;
            reg_mant_b <= 0;
            reg_sign_a <= 0;
            reg_sign_b <= 0;
        end else begin
            reg_exp_a <= exp_a;
            reg_exp_b <= exp_b;
            reg_mant_a <= mant_a;
            reg_mant_b <= mant_b;
            reg_sign_a <= sign_a;
            reg_sign_b <= sign_b;
        end
    end
    alignment_block align (
        .sign_m(reg_sign_a),
        .sign_n(reg_sign_b),
        .exp_m(reg_exp_a),
        .exp_n(reg_exp_b),
        .mant_m(reg_mant_a),
        .mant_n(reg_mant_b),
        .aligned_mantissa(aligned_mantissa_int),
        .big_exponent(big_exponent),
        .big_mantissa(big_mantissa_int),
        .final_sign(final_sign),
        .operation_int(op_int)
    );
    always @(posedge clock or posedge reset) begin
        if (reset) begin
            reg_big_exponent <= 0;
            reg_big_mantissa <= 0;
            reg_aligned_mantissa <= 0;
            reg_op_int <= 0;
            reg_final_sign <= 0;
        end else begin
            reg_big_exponent <= big_exponent;
            reg_big_mantissa <= big_mantissa_int;
            reg_aligned_mantissa <= aligned_mantissa_int;
            reg_op_int <= op_int;
            reg_final_sign <= final_sign;
        end
    end
    addition_block add_sub (
        .aligned_mantissa(reg_aligned_mantissa),
        .big_mantissa(reg_big_mantissa),
        .operation_int(reg_op_int),
        .final_operation(final_operation),
        .resultant_mantissa(resultant_mantissa_int)
    );
    always @(posedge clock or posedge reset) begin
        if (reset) begin
            reg_resultant_mantissa <= 0;
        end else begin
            reg_resultant_mantissa <= resultant_mantissa_int;
        end
    end
    normalization_block normalize (
        .resultant_mantissa(reg_resultant_mantissa),
        .big_exponent(reg_big_exponent),
        .final_operation(final_operation),
        .zero_flag(zero_flag_int),
        .normalized_mantissa(normalized_mantissa),
        .normalized_exponent(normalized_exponent)
    );
    always @(posedge clock or posedge reset) begin
        if (reset) begin
            reg_normalized_mantissa <= 0;
            reg_normalized_exponent <= 0;
        end else begin
            reg_normalized_mantissa <= normalized_mantissa;
            reg_normalized_exponent <= normalized_exponent;
        end
    end
    rounding_block round (
        .normalized_mantissa(reg_normalized_mantissa),
        .normalized_exponent(reg_normalized_exponent),
        .sign(reg_final_sign),
        .infinity_flag(infinity_flag_int),
        .NaN_flag(NaN_flag_int),
        .result(result_int),
        .overflow_flag(overflow_flag_int),
        .underflow_flag(underflow_flag_int)
    );
    always @(posedge clock or posedge reset) begin
        if (reset) begin
            result <= 0;
            overflow_flag <= 0;
            underflow_flag <= 0;
            zero_flag <= 0;
            infinity_flag <= 0;
            NaN_flag <= 0;
        end else begin
            result <= result_int;
            overflow_flag <= overflow_flag_int;
            underflow_flag <= underflow_flag_int;
            zero_flag <= zero_flag_int;
            infinity_flag <= infinity_flag_int;
            NaN_flag <= NaN_flag_int;
        end
    end
endmodule
module extractor (
    input [15:0] operand_a,   
    input [15:0] operand_b,   
    output reg [4:0] exp_a,    
    output reg [4:0] exp_b,    
    output reg [10:0] mant_a,   
    output reg [10:0] mant_b,   
    output reg sign_a,         
    output reg sign_b,         
    output reg zero_flag,      
    output reg infinity_flag,  
    output reg NaN_flag        
);
    always @(*) begin
        zero_flag = 1'b0;
        infinity_flag = 1'b0;
        NaN_flag = 1'b0;
        sign_a = operand_a[15];  
        sign_b = operand_b[15];  
        exp_a = operand_a[14:10];  
        exp_b = operand_b[14:10];  
        if (operand_a == 16'b0) begin
            zero_flag = 1'b1;
            mant_a = 11'b0;  
        end else begin
            if (|operand_a[9:0] == 1'b1) begin
                mant_a = {1'b1, operand_a[9:0]};  
            end else begin
                mant_a = {1'b0, operand_a[9:0]};  
            end
        end
        if (operand_b == 16'b0) begin
            zero_flag = 1'b1;
            mant_b = 11'b0;  
        end else begin
            if (|operand_b[9:0] == 1'b1) begin
                mant_b = {1'b1, operand_b[9:0]};  
            end else begin
                mant_b = {1'b0, operand_b[9:0]};  
            end
        end
	zero_flag = ~mant_a[10] & ~mant_b[10];
        if (exp_a == 5'b11111 && operand_a[9:0] == 10'b0) begin
            infinity_flag = 1'b1;  
        end else if (exp_a == 5'b11111 && operand_a[9:0] != 10'b0) begin
            NaN_flag = 1'b1;  
        end
        if (exp_b == 5'b11111 && operand_b[9:0] == 10'b0) begin
            infinity_flag = 1'b1;  
        end else if (exp_b == 5'b11111 && operand_b[9:0] != 10'b0) begin
            NaN_flag = 1'b1;  
        end
    end
endmodule
module alignment_block (
    input sign_m,
    input sign_n,
    input [4:0] exp_m,               
    input [4:0] exp_n,               
    input [10:0] mant_m,             
    input [10:0] mant_n,             
    output reg [13:0] aligned_mantissa,  
    output reg [4:0] big_exponent,   
    output reg [10:0] big_mantissa,   
    output reg final_sign,
    output reg operation_int
);
    wire [5:0] exp_diff;              
    wire [10:0] man_diff;
    wire bigSel;
    assign exp_diff = {1'b0, exp_m[4:0]} + {1'b1, ~exp_n[4:0]} + 1;
    assign man_diff = {1'b0, mant_m[9:0]} + {1'b1, ~mant_n[9:0]} + 1;
    wire expDiffIsZero;
    assign expDiffIsZero = ~|exp_diff;
    wire manDiffIsZero;
    assign manDiffIsZero = ~|man_diff;
    assign bigSel = expDiffIsZero ? man_diff[10] : exp_diff[5];
    wire [3:0] shiftRtAmt = (exp_diff > 11) ? 4'b1011 : exp_diff[3:0];
    wire operation = sign_m ^ sign_n;
    wire signOut = bigSel ? sign_n : sign_m;
    wire [10:0] bigMan = bigSel ? mant_n : mant_m;
    wire [10:0] lilMan = bigSel ? mant_m : mant_n;
    wire [10:0] shiftedMan = lilMan >> shiftRtAmt;
    wire guard = ((shiftRtAmt == 0) || (exp_diff > 11)) ? 1'b0 : lilMan[shiftRtAmt - 1];
    wire round = ((shiftRtAmt <= 1) || (exp_diff > 11)) ? 1'b0 : lilMan[shiftRtAmt - 2];
    reg [10:0] mask;
    always @(*) begin
        casez ({shiftRtAmt, (exp_diff > 11)})
            5'b00000: mask = 11'b00000000000;
            5'b00010: mask = 11'b00000000000;
            5'b00100: mask = 11'b00000000001;
            5'b00110: mask = 11'b00000000011;
            5'b01000: mask = 11'b00000000111;
            5'b01010: mask = 11'b00000001111;
            5'b01100: mask = 11'b00000011111;
            5'b01110: mask = 11'b00000111111;
            5'b10000: mask = 11'b00001111111;
            5'b10010: mask = 11'b00011111111;
            5'b10100: mask = 11'b00111111111;
            5'b10110: mask = 11'b01111111111;
            5'b????1: mask = 11'b11111111111;
            default: mask = 11'b00000000000;
        endcase
    end
    wire sticky = |(lilMan & mask);
    wire [13:0] alignedMan = {shiftedMan, guard, round, sticky};
    assign aligned_mantissa = alignedMan;
    assign big_exponent = exp_m >= exp_n ? exp_m : exp_n;
    assign big_mantissa = bigMan;
    assign final_sign = signOut;
    assign operation_int = operation;
endmodule
module addition_block (
    input [13:0] aligned_mantissa,       
    input [10:0] big_mantissa,            
    input operation_int,
    input final_operation,                 
    output reg [14:0] resultant_mantissa  
);
    reg [14:0] SDm_fa;  
    reg temp_sign;      
    reg operation;
    always @(*) begin
        resultant_mantissa = 0;
        SDm_fa = 0;
	operation = final_operation ^ operation_int;	
        if (operation == 1'b0) begin  
            SDm_fa = {1'b0, aligned_mantissa} + {1'b0, big_mantissa, 3'b0};
        end else begin  
            SDm_fa = {1'b0, big_mantissa, 3'b0} + {1'b0, ~aligned_mantissa} + 1;
	    SDm_fa[14] = 0;
        end
        resultant_mantissa = SDm_fa[14:0];  
    end
endmodule
module normalization_block (
    input [14:0] resultant_mantissa,       
    input [4:0] big_exponent,               
    input final_operation,
    input zero_flag,
    output reg [12:0] normalized_mantissa,  
    output reg [4:0] normalized_exponent     
);
    wire [3:0] leading_zero_count = 0;          
    reg [14:0] shifted_mantissa;            
    reg AS;
    reg SS;
    wire [3:0] normAmt;
    wire [3:0] rawNormAmt;
    lzd14 lzd(resultant_mantissa[13:0], rawNormAmt, valid);
    assign normAmt = valid ? rawNormAmt : 4'b0;
    always @(*) begin
        normalized_mantissa = resultant_mantissa[12:0];
        normalized_exponent = big_exponent;
	shifted_mantissa = 0;
	if (resultant_mantissa[14] == 1 && final_operation == 0) begin
	    if (zero_flag == 1) begin
            	AS = 1; SS = 0;
            end else begin
                AS = 1; SS = 1;
            end
    	end else begin
            AS = 0; SS = 0;
    	end
        shifted_mantissa = SS ? resultant_mantissa >> 1 : resultant_mantissa;
        normalized_exponent = AS ? big_exponent + 1 : big_exponent;
    if (shifted_mantissa[13] == 1) begin
        normalized_mantissa = shifted_mantissa[12:0];
    end
    else if (shifted_mantissa[13] == 0 && AS == 0 && SS == 0) begin
        if (normAmt < 13 && |resultant_mantissa == 1) begin
            shifted_mantissa = resultant_mantissa << normAmt;
            normalized_mantissa = shifted_mantissa[12:0];
            normalized_exponent = big_exponent + ~normAmt + 1;
        end 
        else if(normAmt == 13) begin
            normalized_exponent = big_exponent + ~normAmt + 1;
            normalized_mantissa = 0;
        end
    end    
    end
endmodule
module lzd14( 
    input [13:0] a,
    output [3:0] position,
    output valid 
);
    wire [2:0] pUpper, pLower;
    wire vUpper, vLower;
    lzd8 lzd8_1( a[13:6], pUpper[2:0], vUpper ); 
    lzd8 lzd8_2( {a[5:0], 2'b0}, pLower[2:0], vLower );  
    assign valid = vUpper | vLower;
    assign position[3] = ~vUpper;
    assign position[2] = vUpper ? pUpper[2] : pLower[2];
    assign position[1] = vUpper ? pUpper[1] : pLower[1];
    assign position[0] = vUpper ? pUpper[0] : pLower[0];
endmodule
 module lzd8( input [7:0] a,
    output [2:0] position,
    output valid );
    wire [1:0] pUpper, pLower;
    wire vUpper, vLower;
    lzd4 lzd4_1( a[7:4], pUpper[1:0], vUpper );
    lzd4 lzd4_2( a[3:0], pLower[1:0], vLower );
    assign valid = vUpper | vLower;
    assign position[2] = ~vUpper;
    assign position[1] = vUpper ? pUpper[1] : pLower[1];
    assign position[0] = vUpper ? pUpper[0] : pLower[0];
 endmodule
 module lzd4( input [3:0] a,
    output [1:0] position,
    output valid );
    wire pUpper, pLower, vUpper, vLower;
    lzd2 lzd2_1( a[3:2], pUpper, vUpper );
    lzd2 lzd2_2( a[1:0], pLower, vLower );
    assign valid = vUpper | vLower;
    assign position[1] = ~vUpper;
    assign position[0] = vUpper ? pUpper : pLower;
 endmodule
 module lzd2( input [1:0] a,
    output position,
    output valid );
    assign valid = a[1] | a[0];
    assign position = ~a[1];
 endmodule
module rounding_block (
    input [12:0] normalized_mantissa,   
    input [4:0] normalized_exponent,    
    input sign,                         
    input infinity_flag,                
    input NaN_flag,                     
    output reg [15:0] result,           
    output reg overflow_flag,           
    output reg underflow_flag           
);
    reg [4:0] final_exponent;           
    reg [9:0] final_mantissa;           
    reg round_bit, guard_bit, sticky_bit;  
    always @(*) begin
        overflow_flag = 1'b0;
        underflow_flag = 1'b0;
        final_exponent = normalized_exponent;
        final_mantissa = normalized_mantissa[12:3];  
        guard_bit = normalized_mantissa[2];
        round_bit = normalized_mantissa[1];
        sticky_bit = normalized_mantissa[0];
        if (guard_bit && (round_bit || sticky_bit || final_mantissa[0])) begin
            final_mantissa = final_mantissa + 1'b1;
        end
        if (final_mantissa == 10'b1000000000) begin
            final_mantissa = 10'b0000000001;   
            final_exponent = final_exponent + 1'b1;  
        end
        if (final_exponent == 5'b11111) begin
            overflow_flag = 1'b1;
            final_mantissa = 10'b0000000000;  
        end
        if (final_exponent == 5'b00000 && final_mantissa == 10'b0000000000) begin
            underflow_flag = 1'b1;
        end
        if (NaN_flag) begin
            final_exponent = 5'b11111;    
            final_mantissa = 10'b1111111111;  
        end
        if (infinity_flag) begin
            final_exponent = 5'b11111;    
            final_mantissa = 10'b0000000000;  
        end
        result = {sign, final_exponent, final_mantissa};
    end
endmodule
```

## run.sh

```bash
#!/bin/bash
# OpenROAD 26Q1-2900-gdf79404cd8, Yosys 0.63+post, stock flow scripts
make -C /OpenROAD-flow-scripts/flow DESIGN_CONFIG=/design/flow/config.mk WORK_HOME=/design/flow/orfs finish
```

## config.mk

```make
export PLATFORM = sky130hd
export DESIGN_NAME = fp_adder_16_bit
export DESIGN_NICKNAME = fp_adder_16_bit
export VERILOG_FILES = /design/flow/design.v
export SDC_FILE = /design/flow/constraint.sdc
export NUM_CORES = 4
export LEC_CHECK = 1
export CORE_UTILIZATION = 40
```

## constraint.sdc

```tcl
current_design fp_adder_16_bit

set clk_period 6.7
set clk_io_pct 0.2

create_clock -name clk0 -period $clk_period [get_ports {clock}]

set non_clock_inputs [all_inputs -no_clocks]
set_input_delay [expr $clk_period * $clk_io_pct] -clock clk0 $non_clock_inputs
set_output_delay [expr $clk_period * $clk_io_pct] -clock clk0 [all_outputs]
```

==> flow_metrics.env <==
# flow metrics
export IMPL_reg2reg_depth=17
export IMPL_top_area_share_pct=45.2
export IMPL_synth_cell_types=76
export IMPL_path_delay_family="AND-OR/OR-AND gates"
export IMPL_edf_count=0
export IMPL_overflow=0
export IMPL_root_buffer="clkbuf_16"
export IMPL_postSynthAreaPerCell_um2=10.4
export IMPL_cts_buffer_depth=2
export IMPL_crit_type="flip-flop to flip-flop"
export IMPL_crit_path_top_delay_cell="o31ai_1"
export IMPL_dp_hpwl_mm=13.2
export IMPL_ff2ff_setup_slack_ns=2.20
export IMPL_powerDensity_nw_per_um2=326
export IMPL_wl_mm=17.8
export IMPL_crit_required_ns=6.99
export IMPL_post_cts_buffers=0
export IMPL_dr_first_iter_drc_count=355
export IMPL_antenna_found_initial=0
export IMPL_syn_inst=805
export IMPL_slowest_delay_ns=0.56
export IMPL_grt_max_degree=62
export IMPL_path_cells="inv_1 > ha_1 > inv_1 > fa_1 > a211oi_2 > nand2_1 > mux2i_1 > a31oi_4 > a21oi_1 > buf_4 > inv_1 > ha_1 > o31ai_1 > nand3_1 > a211oi_1 > a221oi_1 > or4_1"
export IMPL_cts_tree="built"
export IMPL_core_area_um2=20400
export IMPL_fmax_mhz=222
export IMPL_fin_worst_skew_ns=0.00844
export IMPL_rsz0062_at_grt="no"
export IMPL_path_max_fanout=16
export IMPL_pre_cts_ws_ns=2.27
export IMPL_dr_total_vias=6001
export IMPL_synth_area_top_cells="dfrtp_1 (45%), ha_1 (7.7%), mux2i_1 (5.4%)"
export IMPL_worst_pin_slew_ns=0.824
export IMPL_tns_ns=0
export IMPL_crit_end="reg_aligned_mantissa[0]"
export IMPL_ant_nets=0
export IMPL_port_buffers=55
export IMPL_critPathLaunch="reg_exp_a[0]"
export IMPL_antenna_cells=0
export IMPL_ir_drop_uv=185
export IMPL_cp_start_kind="flip-flop"
export IMPL_gp_congestion=0.907
export IMPL_viasPerCell=5.32
export IMPL_warning_count=41
export IMPL_hold_viol=0
export IMPL_cts_made_buffers=17
export IMPL_layout_top_cell="dfrtp_1"
export IMPL_hold_buffers=0
export IMPL_post_route_period_util_pct=67.1
export IMPL_relSlewSlack_pct=45.0
export IMPL_setup_violations=0
export IMPL_cts_reportedPaths_clkPinSlew_ns=0.06
export IMPL_syn2layout_area_growth_pct=15.9
export IMPL_cts_sinks=152
export IMPL_ff_type="dfrtp_1"
export IMPL_rr_endpoint="reg_aligned_mantissa[0]"
export IMPL_power_mw=3.17
export IMPL_hold_class="flip-flop to flip-flop"
export IMPL_fp_dieH_um=147
export IMPL_htree_levels=4
export IMPL_drv_cap=0
export IMPL_drt_pass1_iterations=4
export IMPL_mostFrequentLayoutCells="dfrtp_1 (152), nor2_1 (60), inv_1 (58)"
export IMPL_slew_violations=0
export IMPL_top_area_cell="dfrtp_1"
export IMPL_status="complete, no violations"
export IMPL_utilization_pct=47.7
export IMPL_num_rows=52
export IMPL_core_util_floorplan_pct=41.2
export IMPL_arrival_ns=4.79
export IMPL_yosysCellCount=805
export IMPL_r2r_start="reg_exp_a[0]"
export IMPL_grt_pass1_wl_mm=29.8
export IMPL_fin_cells=1127
export IMPL_yosysWarnings=12
export IMPL_drive_gt1_share_pct=10.9
export IMPL_synthArstFlopShare_pct=100
export IMPL_wire_per_inst_um=15.8
export IMPL_ys_flops=152
export IMPL_setup_ws_ns=2.20
export IMPL_grt_pass1_vias=5902
export IMPL_ios=56
export IMPL_finalInstanceArea_um2=9740
export IMPL_dpl_instance_area_um2=9170
export IMPL_dp_cells=1095
export IMPL_drc=0
export IMPL_clkLatencyLatePin_ns=0.42
export IMPL_dieArea_um2=21600
export IMPL_leakagePower_nw=4.26
export IMPL_min_period_ns=4.50
export IMPL_synth_area_um2=8410
export IMPL_end_kind="flip-flop"
export IMPL_dieWidth_um=147
export IMPL_timing_hold_ws_ns=0.344
export IMPL_cp_num_cells=17
export IMPL_yosysSeqAreaShare_pct=45.2
export IMPL_grt_usage_pct=17.9
export IMPL_whs_path_depth=0
export IMPL_worst_path_buf_inv=4
export IMPL_cts_resized=0
export IMPL_ys_chip_area_um2=8410
export IMPL_crit_top_cell="inv_1"
-- worst reg2reg max path, stage by stage (launching register included) --
cell	delay, ns
dfrtp_1	0.37
inv_1	0.05
ha_1	0.14
inv_1	0.05
fa_1	0.48
a211oi_2	0.26
nand2_1	0.09
mux2i_1	0.23
a31oi_4	0.18
a21oi_1	0.16
buf_4	0.25
inv_1	0.22
ha_1	0.31
o31ai_1	0.56
nand3_1	0.20
a211oi_1	0.26
a221oi_1	0.07
or4_1	0.48
-- layout make-up --
type                            count  area (um2)
Clock buffer                       18         439
Clock inverter                     14         138
Fill cell                        1890       10700
Inverter                           63         244
Multi-Input combinational cell    546        4160
Sequential cell                   152        3800
Tap cell                          270         338
Timing Repair Buffer               64         618
-- logic make-up (layout without fill, tap and decap cells) --
group | Yosys count | count (layout) | synth area share (%)
compound gates | 184 | 184 | 15.5
mux | 73 | 73 | 10.3
buf+inv | 107 | 159 | 5.25
flops | 152 | 152 | 45.2
xor+xnor | 34 | 34 | 3.54
fa+ha+maj | 55 | 55 | 8.45
simple gates | 200 | 200 | 11.7
-- synthesized netlist by cell type, types with 5 or more instances --
cell	instances
a211oi_1	11
a21o_1	11
a21oi_1	34
a221oi_1	11
a31oi_1	6
and3_1	7
clkbuf_1	34
dfrtp_1	152
ha_1	52
inv_1	59
mux2_2	20
mux2i_1	45
mux4_2	6
nand2_1	46
nand2b_1	9
nand3_1	17
nand4_1	8
nor2_1	60
nor3_1	16
nor4_1	11
o21ai_0	32
o21ai_1	11
o22ai_1	9
o31ai_1	5
or2_2	5
xnor2_1	20
xor2_1	14
-- power by group --
part	internal, mW	switching (mW)
sequential	1.08	0.191
combinational	0.478	0.498
clock	0.530	0.393
total	2.09	1.08
-- worst min path at each step --
stage / slack, ns / start / to
CTS: 0.35 / reg_final_sign / result[15]
global route: 0.36 / reg_operand_b[15] / reg_sign_b
finish: 0.34 / reg_final_sign / result[15]
-- routing by layer --
| metal | share of wire (%) | routed length, um | GRT usage (%) |
|---|---|---|---|
| met5 | 0 | 0 | 0 |
| met4 | 2.0 | 356 | 3.71 |
| met3 | 4.0 | 708 | 3.11 |
| met2 | 47 | 8410 | 27.8 |
| met1 | 47 | 8330 | 27.4 |
-- state kept, by name (all words and copies together) (netlist names), 5 cells and up --
name,cells
reg_aligned_mantissa,14
reg_big_exponent,5
reg_big_mantissa,11
reg_exp_a,5
reg_exp_b,5
reg_mant_a,11
reg_mant_b,11
reg_normalized_exponent,5
reg_normalized_mantissa,13
reg_operand_a,16
reg_operand_b,16
reg_resultant_mantissa,15
result,16
No activity file was given, so power comes from the tool's default toggle rates.
